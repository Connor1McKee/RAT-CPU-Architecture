==> flow/config.mk <==
export PLATFORM = sky130hd
export DESIGN_NAME = debounce_one_shot
export DESIGN_NICKNAME = debounce_one_shot
export VERILOG_FILES = /design/flow/design.v
export SDC_FILE = /design/flow/constraint.sdc
export NUM_CORES = 4
export LEC_CHECK = 1
export CORE_AREA = 10 10 73 73
export DIE_AREA = 0 0 83 83
==> flow/constraint.sdc <==
current_design debounce_one_shot

set clk_period 3.6
set clk_io_pct 0.2

create_clock -name clk0 -period $clk_period [get_ports {CLK}]

set non_clock_inputs [all_inputs -no_clocks]
set_input_delay [expr $clk_period * $clk_io_pct] -clock clk0 $non_clock_inputs
set_output_delay [expr $clk_period * $clk_io_pct] -clock clk0 [all_outputs]
==> flow/design.v <==
`timescale 1ns / 1ps
module debounce_one_shot(
    input CLK,
    input BTN,
    output logic DB_BTN
    );
    const logic [7:0] c_LOW_GOING_HIGH_CLOCKS = 8'h19;  
    const logic [7:0] c_HIGH_GOING_LOW_CLOCKS = 8'h33;  
    const logic [7:0] c_ONE_SHOT_CLOCKS       = 8'h03;  
    typedef enum { ST_init, ST_BTN_low, ST_BTN_low_to_high, ST_BTN_high, ST_BTN_high_to_low, ST_one_shot} STATES;
    STATES NS, PS;
    logic [7:0] s_db_count = 8'h00;
    logic s_count_rst, s_count_inc = 1'b0;
    always_ff @(posedge CLK) begin
        if (s_count_rst == 1'b1)
            s_db_count = 8'h00;
        else if (s_count_inc == 1'b1)
            s_db_count = s_db_count + 1;
    end
    always_ff @(posedge CLK) begin
       PS = NS; 
    end
    always_comb begin
        NS = ST_init;
        DB_BTN = 1'b0;
        s_count_rst = 1'b0;
        s_count_inc = 1'b0;
        case (PS)
            ST_init: begin           
                NS = ST_BTN_low;
                DB_BTN = 1'b0;
                s_count_rst = 1'b1;
            end
            ST_BTN_low: begin    
                if (BTN == 1'b1) begin        
                    NS = ST_BTN_low_to_high;  
                    s_count_inc = 1'b1;        
                end
                else begin
                    NS = ST_BTN_low;         
                    s_count_rst = 1'b1;
                end
            end
            ST_BTN_low_to_high: begin    
                if (BTN == 1'b1) begin   
                    if (s_db_count == c_LOW_GOING_HIGH_CLOCKS) begin 
                        NS = ST_BTN_high;
                        s_count_rst = 1'b1;
                    end
                    else begin           
                        NS = ST_BTN_low_to_high;
                        s_count_inc = 1'b1;
                    end
                end
                else begin               
                    NS = ST_BTN_low;
                    s_count_rst = 1'b1;
                end
            end
            ST_BTN_high: begin           
                if (BTN == 1'b1) begin 
                    NS = ST_BTN_high;
                    s_count_rst = 1'b1;
                end
                else begin               
                    NS = ST_BTN_high_to_low;
                    s_count_inc = 1'b1;
                end
            end
            ST_BTN_high_to_low: begin
                if (BTN == 1'b0) begin   
                    if (s_db_count == c_HIGH_GOING_LOW_CLOCKS) begin 
                        NS = ST_one_shot;
                        s_count_rst = 1'b1;
                    end
                    else begin           
                        NS = ST_BTN_high_to_low;
                        s_count_inc = 1'b1;
                    end
                end
                else begin               
                    NS = ST_BTN_high;
                    s_count_rst = 1'b1;
                end 
            end
            ST_one_shot: begin   
                if (s_db_count == c_ONE_SHOT_CLOCKS) begin  
                    NS = ST_init;
                    s_count_rst = 1'b1;
                    DB_BTN = 1'b0;
                end
                else begin               
                    NS = ST_one_shot;
                    s_count_inc = 1'b1;
                    DB_BTN = 1'b1;
                end
            end
            default: begin               
                NS = ST_init;
                s_count_rst = 1'b1;
                s_count_inc = 1'b0;
                DB_BTN = 1'b0;
            end
        endcase
    end
endmodule
==> flow/run.sh <==
#!/bin/bash
# OpenROAD 26Q1-2900-gdf79404cd8, Yosys 0.63+post, stock flow scripts
make -C /OpenROAD-flow-scripts/flow DESIGN_CONFIG=/design/flow/config.mk WORK_HOME=/design/flow/orfs finish
==> Changelog: implementation <==
### Changed

* Adder-cell area share of the yosys netlist at 0.0489
* Vias in the first global route at between 600 and 700
* Post-placement setup slack at ~0.95 ns
* Seq cells post-synth at 11
* Mapped cell area at 768 um^2
* Placed Area at roughly 800 um^2
* Total CTS buffers at 3
* CP top delay family: simple AND/OR/NAND/NOR gates
* Iteration-0 DRC Markers at 72
* Final Cycle Share at 0.789
* Placed cells at ~130
* Simple-Gate Area Share at 0.332
* Worst skew pair latency at approximately 0.24 ns
* IO Port Bufs at 2
* MUX area fraction at 0.0391
* Critical path's largest stage delay at about 0.51 ns
* Register area share after synthesis at 0.287
* WP depth at 5
* Crit. End Element: primary output
* Final Hold Viols at 0
* Compound-Gate Fraction of Synth Area at 0.178
* Critical Path AT at between 2 and 2.5 ns
* Final HPWL DP at roughly 1.1 mm
* Ys cells at between 80 and 90
* Top cells by area: dfxtp_1 29%, ha_1 4.9%, nand3_1 4.6%
* Asr flop ratio synth at 0
* Worst Hold Class: reg2reg
* Worst path cell trace: ha_1, or3b_2, nor2_1, and3b_1, clkdlybuf4s50_1
* Cells after synthesis at between 80 and 90
* Routed vias at between 600 and 700
* Synthesis-to-layout area growth at 10.9%
* Hold Path Depth at 2
* Largest net degree at the start of global routing at 13
* Xor+xnor area frac at 0.0570
* Clock slew at reported path FFs at around 0.050 ns
* Yosys chip area at roughly 770 um^2
* First-pass GRT wire length at ~2.7 mm
* Final Worst Setup Slack at between 0.7 and 0.8 ns
* Leak at 0.281 nW
* Slew at the pin closest to its max-slew limit at 0.540 ns
* Final wirelength at around 1.5 mm
* Cell taking the most area after synthesis: dfxtp_1
* F_max at around 350 MHz
* Reg2Reg Depth at 6
* Final Wtd Congestion at approximately 0.86
* RSZ-0062 raised after global routing: no
* CTS Hold Bufs at 0
* IO Count at 3
* Largest combinational cell category by area: simple AND/OR/NAND/NOR gates
* Setup Crit Path Kind: reg2out
* Drt wl/cell at 11.1 um
* Antenna viol nets, final at 0
* TritonCTS clock tree: built
* Dominant Register Cell: dfxtp_1
* Drt first pass iters at 4
* Peak supply drop at about 210 uV
* Status: completed
* Largest type area fraction at 0.287
* Chip footprint at 6890 um^2
* Design area at between 800 and 900 um^2
* Row count at 22
* Fin Setup TNS at 0 ns
* Die height at between 80 and 90 um
* Req. time, crit path at ~2.9 ns
* Tool warnings at 26
* Max FO, Critical Path at 6
* Syn avg cell area at 8.93 um^2
* Pins Over Slew Limit at 0
* Highest-delay cell along the critical path: or3b_2
* Synth warn at 1
* FP Core Util at 0.205
* Via-to-Cell Ratio at between 4 and 5
* Post-CTS setup buffer count at 0
* Non-Filler Instances at 136
* Max-cap violations at 0
* Die Wd at 83 um
* WP buf/inv at 1
* Post-cts resize count at 0
* Power Dens Cells at roughly 730 nW/um^2
* Layout cell share with drive strength beyond 1 at 0.148
* Final setup vio count at 0
* Grt ovf at 0
* Post-synth EDFFs at 0
* Clk_skew at ~0.006 ns
* Clock Path Buffers at 2
* Clock sink count at 11
* Rel. slew slack at 0.639
* Core region area at 3740 um^2
* H-tree Lvls at 1
* Startpoint types: register
* CTS Root Cell: clkbuf_8
* Final min period at about 2.8 ns
* DRC at 0
* GRT Overall Usage at 0.0434
* Antenna Cells at 0
* Initial antenna violation count at 0
* Library cells used by synthesis at 38
## final timing paths
check	slack, ns	end	start
worst max-delay path	0.76	DB_BTN	s_db_count[0]
worst min-delay path	0.51	s_db_count[7]	s_db_count[7]
worst max register to register	1.45	s_db_count[3]	s_db_count[0]
worst min register to register	0.51	s_db_count[7]	s_db_count[7]
## power by group
part	leakage [nW]	switching (mW)	internal (mW)
combinational	0.169	0.176	0.116
clock	0.0228	0.0476	0.0779
sequential	0.0896	0.0555	0.146
## synth_stat cells (2+ instances only)
cell type	number
a21oi_1	5
ha_1	3
nor2_1	6
xor2_1	3
o21ai_0	3
o31ai_1	2
a32oi_1	2
nand3_1	7
and3_1	3
buf_6	3
xnor2_1	2
nor3b_1	2
nor3_1	2
mux2i_1	3
or4_1	3
nand2_1	3
a31oi_1	3
dfxtp_1	11
## metal layers
metal,up-vias,share of wire,GRT usage
li1,333,-,-
met1,314,0.48,0.0625
met2,20,0.44,0.0622
met3,6,0.057,0.00984
met4,0,0.029,0.0123
met5,-,0,0
## stage by stage
step           utilization  hold WS, ns  power [mW]
3_3_place_gp         0.216        0.492       0.477
5_1_grt              0.228        0.558       0.673
4_1_cts              0.228        0.517       0.619
6_report             0.228        0.512       0.619
3_5_place_dp         0.216        0.506       0.488
2_1_floorplan            -        0.463       0.468
## state kept, by name, indices dropped and copies added, names as in the netlist
signal      flops
s_db_count      8
PS              3
## cell usage in the layout, fill, tap and decap left out, types with 2 or more instances in the layout
cell type | synthesis | routed
a21oi_1 | 5 | 5
a31oi_1 | 3 | 3
a32oi_1 | 2 | 2
and3_1 | 3 | 3
clkbuf_8 | 0 | 3
clkdlybuf4s50_1 | 0 | 2
dfxtp_1 | 11 | 11
ha_1 | 3 | 3
mux2i_1 | 3 | 3
nand2_1 | 3 | 3
nand3_1 | 7 | 7
nor2_1 | 6 | 6
nor3_1 | 2 | 2
nor3b_1 | 2 | 2
o21ai_0 | 3 | 3
o31ai_1 | 2 | 2
or4_1 | 3 | 3
xnor2_1 | 2 | 2
xor2_1 | 3 | 3
## area by class of cell
class | instances | area, um^2
multi-input cells | 70 | 503
flip-flops and latches | 11 | 220
repair buffers | 2 | 20.0
fillers | 414 | 2890
inverters | 1 | 3.75
clock buffers | 4 | 45.0
well taps | 48 | 60.1
## worst reg2reg max path: stages, from the launching register on
cell	delay, ns
dfxtp_1	0.42
ha_1	0.22
or3b_2	0.51
a32oi_1	0.26
and3_1	0.37
nor3_1	0.11
mux2i_1	0.15
## cell families (layout without fill, tap and decap cells)
logic type	Yosys count	after routing
AOI/OAI and AO/OA	20	20
xor gates and xnor gates	5	5
adders and majority gates	3	3
buffers and inverters	5	7
DFF	11	11
muxes	3	3
and+or+nand+nor	39	39
Power is estimated from default activity; no workload was simulated.
