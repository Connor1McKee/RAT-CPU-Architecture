File: flow/config.mk
export PLATFORM = sky130hd
export DESIGN_NAME = Stack_Pointer
export DESIGN_NICKNAME = Stack_Pointer
export VERILOG_FILES = /design/flow/design.v
export SDC_FILE = /design/flow/constraint.sdc
export NUM_CORES = 4
export LEC_CHECK = 1
export CORE_AREA = 10 10 81 81
export DIE_AREA = 0 0 91 91
File: flow/constraint.sdc
current_design Stack_Pointer

set clk_period 3.7
set clk_io_pct 0.2

create_clock -name clk0 -period $clk_period [get_ports {CLK}]

set non_clock_inputs [all_inputs -no_clocks]
set_input_delay [expr $clk_period * $clk_io_pct] -clock clk0 $non_clock_inputs
set_output_delay [expr $clk_period * $clk_io_pct] -clock clk0 [all_outputs]
File: flow/design.v
`timescale 1ns / 1ps
module Stack_Pointer(
    input [7:0] DATA_IN,
    input RST,
    input SP_LD,
    input SP_INCR,
    input SP_DECR,
    input CLK,
    output logic [7:0] DATA_OUT 
    );
always_ff @(posedge CLK) begin
    if(RST == 1'b1)
        DATA_OUT <= 8'h00;
    else if(SP_LD == 1'b1)
        DATA_OUT <= DATA_IN;
    else if(SP_INCR == 1'b1)
        DATA_OUT <= DATA_OUT + 1;
    else if(SP_DECR == 1'b1)
        DATA_OUT <= DATA_OUT - 1;
end
endmodule
File: flow/run.sh
#!/bin/bash
# OpenROAD 26Q1-2900-gdf79404cd8, Yosys 0.63+post, stock flow scripts
make -C /OpenROAD-flow-scripts/flow DESIGN_CONFIG=/design/flow/config.mk WORK_HOME=/design/flow/orfs finish
==> ci_impl_report.md <==
## Synthesis and layout report

| Metric | Value |
|---|---|
| Placed cell areas | `957 µm²` |
| Most frequent logic cell in the layout | `clkdlybuf4s50_1` |
| CP Launch Type | `input pin` |
| H-tree levels | `1` |
| Main synth FF type | `dfxtp_1` |
| Worst-path clk slew | `0.04 ns` |
| CP cell instances | `clkdlybuf4s50_1, inv_1, fa_1, a21oi_2, o2111ai_2, xnor2_1, a2111oi_2` |
| # placed instances | `around 160` |
| Status | `complete, no violations` |
| Iteration count of the initial detailed-routing pass | `4` |
| Clk ins delay skew pair | `0.23 ns` |
| Cell at the slowest stage of the critical path | `clkdlybuf4s50_1` |
| Ant diodes | `0` |
| Bufs on Longest Clock Path | `2` |
| Ao+oa area frac | `0.243` |
| Fillers | `532` |
| Final hold violation count | `0` |
| Distinct lib cells | `38` |
| Clock Tree Root | `clkbuf_8` |
| Layout Cells excl Fill | `166` |
| Worst EP arrival | `~2.8 ns` |
| DR iter-0 viols | `28` |
| Finished Cell Area | `around 1000 µm²` |
| Critical path type | `input pin to register` |
| Dpl ws | `0.762 ns` |
| Placeable Area | `roughly 4800 µm²` |
| RSZ-0062 raised after global routing | `false` |
| Fmax | `368 MHz` |
| I/O Pins | `21` |
| Die Y | `91 µm` |
| Xor/xnor share | `0.0625` |
| Max incr delay on CP | `0.58 ns` |
| Hold crit path type | `register to register` |
| Port buffer count | `20` |
| CP delay by family, top | `buffers and inverters` |
| Worst vdd ir | `0.000167 V` |
| Max FFs per register | `8` |
| Via count of the routed design | `654` |
| Post-synthesis sequential area ratio | `0.229` |
| # Cells Yosys | `80` |
| Syn Std Cell Area | `701 µm²` |
| First-pass GRT wire length | `approximately 3.4 mm` |
| Vias in the first global route | `694` |
| LEAKAGE | `0.391 nW` |
| Fraction of layout cells with a size suffix above 1 | `0.111` |
| GRT overflow | `0` |
| Crit share post-route | `0.734` |
| Simple logic cell fraction of the synthesized area | `0.205` |
| Hold_buf cts | `0` |
| Clock sinks | `8` |
| PostCTS Resize Cnt | `0` |
| Drc violations | `0` |
| Floorplan utilization | `0.145` |
| Rows | `25` |
| Die area | `slightly above 8000 µm²` |
| Setup Fix Bufs, Post-CTS | `0` |
| PnR Total Power | `339 µW` |
| Slew @ Worst Pin | `0.680 ns` |
| Most flops, register | `DATA_OUT` |
| Max Slew Vio Count | `0` |
| Post-Route WL | `around 2 mm` |
| Critical Path End Type | `register` |
| Syn Area/Cell | `roughly 8.8 µm²` |
| TritonCTS clock tree | `built` |
| Die Span X | `91 µm` |
| Setup WS post-layout | `0.984 ns` |
| Num CTS Buffers | `3` |
| Adder-cell share of the synthesized area | `0.136` |
| Largest logic family | `AND-OR/OR-AND gates` |
| Synthesized instance count | `around 80` |
| MUX area fraction | `0.0589` |
| #FFs+latches synth | `8` |
| Antenna violations before repair | `0` |
| Post-Route Setup TNS | `0 ns` |
| Largest net degree at the start of global routing | `19` |
| Largest registers | `DATA_OUT: 8 flops` |
| Worst path required time | `3.83 ns` |
| Total GRT Usage | `0.0495` |
| GPL Wtd Cong | `0.832` |
| Most common logic cells in the final layout | `20 x clkdlybuf4s50_1, 8 x dfxtp_1, 7 x a21oi_1` |
| Clk_skew | `0.00285 ns` |
| Post-DRT Antenna Nets | `0` |
| CP max FO | `7` |
| Min cycle time layout | `2.72 ns` |
| Max-cap violation count | `0` |
| Chip Area, Yosys | `701 µm²` |
| Buffer and inverter count on the worst path | `2` |
| Tool warnings | `25` |
| FFs w/ async S/R, synth | `0` |
| Hold_ws | `0.596 ns` |
| Setup violators final | `0` |
| Max_slew headroom | `0.545` |
| Pwr dens | `340 nW/µm²` |
| HPWL Detailed | `1.62 mm` |
| WL/cell | `~12 µm` |
| Ys Warns | `1` |
| Count of library flops with an enable pin | `0` |
| Via density | `between 3 and 4` |
| P&R area growth vs syn | `42.5%` |
| Finished Core Util | `0.207` |
## cell families (layout without fill, tap and decap cells)
family,Yosys count,count (layout)
compound gates,23,23
mux,4,4
flops,8,8
xor+xnor,5,5
fa+ha+maj,7,7
simple gates,24,24
buf+inv,9,28
## cells in the mapped netlist, types with 2 or more instances
cell type | instances | area [µm²]
xnor2_1 | 5 | 43.8
o21bai_1 | 2 | 15.0
inv_1 | 5 | 18.8
mux2i_1 | 3 | 30.0
nor2_1 | 5 | 18.8
nand3b_1 | 2 | 15.0
a21oi_1 | 7 | 35.0
nor3_1 | 4 | 20.0
a21o_1 | 3 | 22.5
dfxtp_1 | 8 | 160
nand2_1 | 3 | 11.3
a211oi_1 | 2 | 15.0
ha_1 | 6 | 75.1
## routing by layer
layer / GRT usage / wire (µm) / up-vias
met1: 0.0649 / 981 / 297
met3: 0.0232 / 174 / 2
met4: 0.00261 / 5 / 0
li1: - / - / 334
met5: 0 / 0 / -
met2: 0.0764 / 863 / 21
## worst reg2reg max path: stages (launching register included)
cell	delay [ns]
dfxtp_1	0.36
fa_1	0.46
a21oi_2	0.18
o2111ai_2	0.15
xnor2_1	0.16
a2111oi_2	0.34
## final cells by class
cell class	instances	area (µm²)	area share
Timing Repair Buffer	20	200	0.201
Inverter	5	18.8	0.0188
Clock buffer	3	41.3	0.0414
Multi-Input combinational cell	63	494	0.495
Tap cell	67	83.8	0.0840
Sequential cell	8	160	0.160
## path summary, 6_finish.rpt
check	startpoint	to	slack (ns)	depth (start not counted)
worst max-delay path	SP_INCR	DATA_OUT[6]$_SDFFE_PP0P_	0.98	7
worst min-delay path	DATA_OUT[4]$_SDFFE_PP0P_	DATA_OUT[4]$_SDFFE_PP0P_	0.60	2
worst max register to register	DATA_OUT[0]$_SDFFE_PP0P_	DATA_OUT[6]$_SDFFE_PP0P_	1.95	5
worst min register to register	DATA_OUT[4]$_SDFFE_PP0P_	DATA_OUT[4]$_SDFFE_PP0P_	0.60	2
## power by group
group / internal, mW / switching, mW
combinational: 0.0712 / 0.0560
clock: 0.0706 / 0.0351
sequential: 0.0962 / 0.0102
total: 0.238 / 0.101
Power and IR drop assume default switching activity.
