==> design/flow/run.sh <==
#!/bin/bash
# OpenROAD 26Q1-2900-gdf79404cd8, Yosys 0.63+post, stock flow scripts
make -C /OpenROAD-flow-scripts/flow DESIGN_CONFIG=/design/flow/config.mk WORK_HOME=/design/flow/orfs finish
==> design/flow/config.mk <==
export PLATFORM = sky130hd
export DESIGN_NAME = KeypadDriver
export DESIGN_NICKNAME = KeypadDriver
export VERILOG_FILES = /design/flow/design.v
export SDC_FILE = /design/flow/constraint.sdc
export NUM_CORES = 4
export LEC_CHECK = 1
export CORE_AREA = 10 10 114 114
export DIE_AREA = 0 0 124 124
==> design/flow/constraint.sdc <==
current_design KeypadDriver

set clk_period 5.8
set clk_io_pct 0.2

create_clock -name clk0 -period $clk_period [get_ports {CLK}]

set non_clock_inputs [all_inputs -no_clocks]
set_input_delay [expr $clk_period * $clk_io_pct] -clock clk0 $non_clock_inputs
set_output_delay [expr $clk_period * $clk_io_pct] -clock clk0 [all_outputs]
==> design/flow/design.v <==
`timescale 1ns / 1ps
module KeypadDriver(
    input [2:0] COLUMN,
    input CLK,
    output logic [3:0] ROWS,
    output logic [7:0] DATA
    );
 typedef enum {ST_ROW1, ST_ROW2, ST_ROW3, ST_ROW4} STATES;
 STATES NS, PS = ST_ROW1;   
 logic ROW1, ROW2, ROW3, ROW4;
 assign ROWS = {ROW4, ROW3, ROW2, ROW1};
 logic [7:0] s_data;
 assign s_data = {ROWS, COLUMN};                     
 logic div_clk = 0;                                  
 int counter;
 int value = 1000000;                                
 always_ff @(posedge CLK) begin                      
    counter <= counter + 1;
    if(counter >= value) begin
        counter <= 0;
        div_clk <= ~div_clk;
    end
 end
 always_ff @(posedge div_clk) begin
    PS <= NS;
 end
 always_comb begin
    ROW1 = 0; ROW2 = 0; ROW3 = 0; ROW4 = 0;      
    NS = PS;
    case (PS)
        ST_ROW1 : begin
           ROW1 = 1;
           if(COLUMN == 3'b000)begin
                NS = ST_ROW2;
           end
        end
        ST_ROW2 : begin
            ROW2 = 1;
            if(COLUMN == 3'b000)begin
                NS = ST_ROW3;
            end 
        end
        ST_ROW3 : begin
            ROW3 = 1;
            if(COLUMN == 3'b000)begin
                NS = ST_ROW4;
            end
        end
        ST_ROW4 : begin
            ROW4 = 1;
            if(COLUMN == 3'b000)begin
                NS = ST_ROW1;
            end     
        end    
    endcase
 end
 always_comb begin
    case (s_data)
        7'b0001001 : begin
            DATA = 8'b00000011;      
        end   
        7'b0001010 : begin
            DATA = 8'b00000010;      
        end   
        7'b0001100, 7'b0001110, 7'b0001101 : begin 
            DATA = 8'b00000001;     
        end
        7'b0010001 : begin 
            DATA = 8'b00000110;      
        end   
        7'b0010010 : begin
            DATA = 8'b00000101;      
        end   
        7'b0010100, 7'b0010110, 7'b0010101 : begin
            DATA = 8'b00000100;      
        end   
        7'b0100001 : begin 
            DATA = 8'b00001001;      
        end   
        7'b0100010 : begin
            DATA = 8'b00001000;      
        end   
        7'b0100100, 7'b0100110, 7'b0100101 : begin 
            DATA = 8'b00000111;      
        end   
        7'b1000001 : begin
            DATA = 8'hB;             
        end           
        7'b1000010 : begin 
            DATA = 8'b00000000;      
        end  
        7'b1000100, 7'b1000110, 7'b1000101 : begin 
            DATA = 8'hA;             
        end   
        default : begin
            DATA = 8'hFF;                    
        end
    endcase
 end
endmodule
==> qor.log <==
qor: worst_setup_path.critical_path.startpoint_type input pin
qor: floorplan.core 10400 µm²
qor: final_timing.setup-tns-final 0 ns
qor: worst_setup_path.critical_path.slowest_cell clkdlybuf4s50_1
qor: drt.drt.antenna.violating_nets 0
qor: clocking.postCtsResizedCells 0
qor: drt.detail_route.drc_violations 0
qor: final_timing.max_freq 235 MHz
qor: grt.grt_antenna_before_repair 0
qor: floorplan.top_level_i_o_count 16
qor: worst_setup_path.worst-endpoint-arrival 3.09 ns
qor: final_timing.min_period 4.25 ns
qor: final_timing.worst_slew_pin_slew 0.894 ns
qor: worst_setup_path.critical_path.most_common_cell clkdlybuf4s50_1
qor: worst_setup_path.path_class input pin to output pin
qor: grt.number_of_global_route_vias_before_repair 1312
qor: power.vdd.ir_drop.worst 0.0934 mV
qor: synth.cell_types_with_the_largest_area_share_after_synthesis dfxtp_1, xor2_1, nor2_1
qor: finish.areaGrowthSynthToFinish 17.8%
qor: clocking.cts_buffers 5
qor: drt.drt_pre_antenna_iters 6
qor: placement.finalWeightedCongestion 0.830
qor: power.power_density 181 nW/µm²
qor: final_timing.report.final.slew_viol_count 0
qor: final_timing.finalHoldViolCount 0
qor: grt.grt-ovfl-total 0
qor: worst_setup_path.cp_data_required_time 4.64 ns
qor: synth.synth_stat.cells 221
qor: status.status finished, final reports clean
qor: worst_setup_path.worst_setup_path_end_kind output pin
qor: grt.grt_start_max_net_pins 20
qor: grt.globalRouteTotalUtil 4.36%
qor: drt.drt_iter0_drcs 109
qor: floorplan.dieWidth 124 µm
qor: final_timing.endpoints_left_unconstrained 8
qor: synth.enable_flop_cells 3
qor: synth.synthesis.instances 221
qor: floorplan.floorplan.core_util 18.2%
qor: placement.dp_hpwl 2460 µm
qor: placement.port-buffer-count 15
qor: drt.avgRoutedWirePerCell 9.18 µm
qor: clocking.clk-insertion-delay-late 0.28 ns
qor: synth.post_synth_num_cell_types 40
qor: power.p_total 406 µW
qor: synth.synth_flop_count 35
qor: clocking.cts_htree_levels 2
qor: clocking.cts.hold.buffers_added 0
qor: synth.yosys.stat.chipArea 1900 µm²
qor: drt.num_vias 1472
qor: worst_hold_path.worst_hold_path_type register to register
qor: clocking.clock_tree_from_tritoncts yes
qor: worst_setup_path.cp_slowest_stage_delay 0.53 ns
qor: drt.antenna_fix_cells 0
qor: final_timing.timing.final.crit_share 73.3%
qor: final_timing.worst_hold_margin 0.458 ns
qor: drt.vias_per_cell 4.00
qor: synth.synth_sequential_area_ratio 38.4%
qor: worst_setup_path.cp_cell_sequence clkdlybuf4s50_1 -> nor2b_1 -> o21ai_0 -> a31o_2 -> nand4_1 -> inv_1 -> clkdlybuf4s50_1
qor: synth.syn-cell-area 1900 µm²
qor: clocking.clock-root-buffer clkbuf_8
qor: floorplan.chip_area 15400 µm²
qor: finish.fillCellCount 1137
qor: synth.synthArstFlopShare 0%
qor: final_timing.final_critical_path_setup_slack 1.55 ns
qor: synth.post-synth-top-area-fraction 33.7%
qor: final_timing.timing.final.setup_violations 0
qor: synth.postSynthAreaPerCell 8.60 µm²
qor: job.tool_warnings 33
qor: final_timing.clk_skew 0.00796 ns
qor: placement.pre_cts_slack 1.55 ns
qor: final_timing.setup_repair_after_global_routing_missed_its_margin no
qor: clocking.clk_pin_slew 0.07 ns
qor: worst_setup_path.critical_path_fanout_max 8
qor: clocking.cts.path.max_buffers 2
qor: power.static_leakage_power 0.858 nW
qor: clocking.post-cts-setup-buffer-count 0
qor: synth.yosysTopAreaCell dfxtp_1
qor: synth.synth-warning-count 1
qor: drt.total_length_of_routed_wires 3380 µm
qor: floorplan.floorplan.die.height 124 µm
qor: final_timing.timing.max_slew.rel_slack 39.9%
qor: final_timing.unclocked_regs 2
qor: grt.first_pass_grt_wire_length 5750 µm
qor: job.timing.max_cap.violations 0
qor: finish.fraction_of_layout_cells_with_a_size_suffix_above_1 6.47%
qor: floorplan.placement_rows 37
qor: synth.ff_type dfxtp_1
==> path summary, 6_finish.rpt <==
| path | startpoint | end | slack (ns) | depth (start not counted) |
|---|---|---|---|---|
| setup / recovery | COLUMN[1] | DATA[6] | 1.55 | 7 |
| hold / removal | counter[31] | counter[31] | 0.46 | 1 |
| setup reg to reg | counter[0] | counter[26] | 3.54 | 6 |
| hold reg to reg | counter[31] | counter[31] | 0.46 | 1 |
==> report_power, final <==
group	leakage (nW)	internal [mW]	total [mW]	switching, mW
sequential	0.287	0.228	0.228	0
clock	0.0395	0.0851	0.162	0.0770
combinational	0.532	0.00958	0.0162	0.00658
==> Yosys cell counts, types with 2 or more instances <==
cell type  count
edfxtp_1       3
inv_1         11
nor3_1         4
nor4_1         3
or2_2          2
or3_1          2
and4_1         2
clkbuf_1       5
xor2_1        18
o21ai_0        4
nor2b_1        3
nand3_1       15
ha_1           9
buf_4          7
nand2_1       13
o211ai_1       2
dfxtp_1       32
nor2_1        36
a21oi_1        6
and3_1         5
xnor2_1       10
nand4_1       11
==> critical path: cells and delay by family <==
family	cells	cell delay (ns)
compound gates	2	0.43
buf+inv	3	1.15
simple gates	2	0.34
==> cell type report <==
class / instances / area [µm²] / share of cell area, %
Sequential cell: 35 / 731 / 32.6
Clock buffer: 8 / 80.1 / 3.58
Timing Repair Buffer: 16 / 158 / 7.04
Multi-Input combinational cell: 162 / 1060 / 47.3
Inverter: 11 / 41.3 / 1.84
Tap cell: 136 / 170 / 7.60
==> state kept, by name, summed over array words and instances, names as in the netlist <==
register,flops
counter,32
PS,2
div_clk,1
==> cells by family after synthesis <==
family          after synthesis  synth area share [%]
simple gates                104                  29.2
compound gates               20                  6.78
flops                        35                  38.4
mux                           1                 0.527
xor+xnor                     28                  12.9
fa+ha+maj                     9                  5.93
buf+inv                      24                  6.19
==> routing by layer <==
layer / track usage (%) / vias up / part of all wire (%)
met3: 1.24 / 7 / 9.6
li1: - / 774 / -
met1: 6.41 / 654 / 50
met5: 0 / - / 0
met4: 0.647 / 0 / 1.7
met2: 6.39 / 37 / 38
==> cells in the final DEF (no fill, tap or decap), types with 3 or more instances in the layout <==
cell,count
nor2_1,36
dfxtp_1,32
xor2_1,18
nand3_1,15
clkdlybuf4s50_1,15
nand2_1,13
inv_1,11
nand4_1,11
xnor2_1,10
ha_1,9
a21oi_1,6
and3_1,5
clkbuf_8,5
o21ai_0,4
nor3_1,4
edfxtp_1,3
nor2b_1,3
nor4_1,3
clkbuf_1,3
==> stage by stage <==
step | util, % | instances | area [µm²]
2_1_floorplan | - | 221 | 1900
3_3_place_gp | 20.7 | 360 | 2160
3_5_place_dp | 20.7 | 360 | 2160
4_1_cts | 21.5 | 368 | 2240
5_1_grt | 21.5 | 368 | 2240
6_report | 21.5 | 368 | 2240
Power figures rest on the tool's default switching activity, not on a simulated workload.
